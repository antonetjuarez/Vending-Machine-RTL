==> flow/design.v <==
`timescale 1ns / 1ps
module Button(rst, Clk, A, S);
input Clk, A, rst;
output reg S;
parameter rise = 0, fall = 1, pulse = 2;
reg [1:0] state, nextstate;
always @(posedge Clk) begin
    if (rst == 1)begin
        state <= rise;
    end else begin
        state <= nextstate;
    end
 end
always @(state, A)begin
    case(state)
    rise: begin
        S <= 0;
        if (~A) begin
            nextstate <= rise;
        end 
        else begin
            nextstate <= pulse;
        end
    end
    fall: begin
        S <= 0;
        if (~A) begin
            nextstate <= rise;
        end
        else begin 
            nextstate <= fall;
        end
    end
    pulse: begin
        S <= 1;
        if (A) begin
            nextstate <= fall;
        end else begin
            nextstate <= rise;
        end
    end
    endcase
end
endmodule
==> flow/run.sh <==
#!/bin/bash
# OpenROAD 26Q1-2900-gdf79404cd8, Yosys 0.63+post, stock flow scripts
make -C /OpenROAD-flow-scripts/flow DESIGN_CONFIG=/design/flow/config.mk WORK_HOME=/design/flow/orfs finish
==> flow/config.mk <==
export PLATFORM = sky130hd
export DESIGN_NAME = Button
export DESIGN_NICKNAME = Button
export VERILOG_FILES = /design/flow/design.v
export SDC_FILE = /design/flow/constraint.sdc
export NUM_CORES = 4
export LEC_CHECK = 1
export CORE_AREA = 10 10 70 70
export DIE_AREA = 0 0 80 80
==> flow/constraint.sdc <==
current_design Button

set clk_period 1.0
set clk_io_pct 0.2

create_clock -name clk0 -period $clk_period [get_ports {Clk}]

set non_clock_inputs [all_inputs -no_clocks]
set_input_delay [expr $clk_period * $clk_io_pct] -clock clk0 $non_clock_inputs
set_output_delay [expr $clk_period * $clk_io_pct] -clock clk0 [all_outputs]
==> metrics.yaml <==
routing:
  vias: 94
  ant_nets: 0
  antennaDiodeCount: 0
  drtPass1Iterations: 2
  drtIter0Drc: 1
  drc_errors: 0
  totalWireLength_um: 239
  routedWlPerCell_um: 3.734
  vias_per_cell: 1.469
sta:
  tns_ns: 0
  setup_violations: 0
  period_used_pct: 75.54
  worst_slew_pin_slew_ns: 0.1075
  final_max_slew_viol_count: 0
  rsz0062_at_grt: "false"
  hold_viol: 0
  unclocked_pins: 3
  max_freq_mhz: 1324
  fin_crit_ns: 0.7554
  relSlewSlack_pct: 92.83
  untimed_endpoints: 4
  worst_slack_ns: 0.2446
yosys:
  yosysWarnings: 1
  ys_types: 7
  ys_area_um2: 143.9
  yosys_cells: 12
  syn_area_per_cell_um2: 11.99
  ys_ff: 5
  synthCells: 12
  synth_area_um2: 143.9
clocking:
  clockRootBuffer: "clkbuf_4"
  cts_hold_buffers: 0
  ctsResizeCount: 0
  cts_made_buffers: 3
  clk_pin_slew_worst_paths_ns: 0.03
  cts_tree: "built"
  cts.path.max_buffers: 2
  cts_max_level: 1
  cts_setup_buffers: 0
min_path:
  min_to: "state[0]$_SDFF_PP0_"
  hold_depth: 2
  hold_class: "input port to register"
  hp-start: "rst"
cells_and_area:
  drive_gt1_share_pct: 27.78
  area_growth_pct: 76.52
die:
  core_area_mm2: 0.003416
  die_h_um: 80
  rows: 21
  die_width_um: 80
  fp-utilization_pct: 4.212
  chipArea_mm2: 0.006400
  pin_count: 4
setup_path:
  worstPathCellList: "clkdlybuf4s50_1, and2b_2"
  setup.worst_path.start: "rst"
  cp.required_ns: 1.11
  end_kind: "register"
  slowest_stage: "clkdlybuf4s50_1"
  start_kind: "input port"
  worstPathArrival_ns: 0.87
  path_buffers: 1
  crit_type: "input port to register"
  crit_family: "buffers and inverters"
  max_stage_delay_ns: 0.46
  cp_max_fo: 2
power_and_ir_drop:
  power_density_mw_per_mm2: 1093
  static-leakage-power_uw: 0.00009844
  ir_drop_mv: 0.4079
grt:
  grt_first_pass_wirelength_um: 483
  track_usage_pct: 0.9731
  first_global_vias: 128
  grt-ovfl-total: 0
  antenna_found_initial: 0
  grt_max_degree: 4
flow_run:
  log.warning_count: 26
  cap_violations: 0
place:
  dp_slack_ns: 0.009928
  portBuffers: 3
  gp_congestion: 0.5513
  dp_hpwl_um: 184.9
status:
  outcome: "finished clean"
-- power breakdown --
part	internal (uW)	switching, uW
clock network	133	48.1
registers	82.7	0.542
logic	10.7	2.94
-- metal layers --
layer / wire, um / up-vias / global-route usage, %
met3: 38 / 2 / 0.9091
li1: - / 48 / -
met4: 14 / 0 / 0.7042
met2: 66 / 6 / 1.043
met1: 119 / 38 / 1.132
met5: 0 / - / 0
-- how the worst max path moves through the flow --
stage / to / slack (ns) / depth (start not counted)
final: state[1]$_SDFF_PP0_ / 0.24 / 2
after global routing: state[0]$_SDFF_PP0_ / 0.24 / 2
after CTS: state[0]$_SDFF_PP0_ / 0.25 / 2
-- cells by family (layout without fill, tap and decap cells) --
group,after synthesis,after routing,share of synthesized area (%)
flops,2,2,27.83
buf+inv,1,7,2.606
simple gates,4,4,20.88
fa+ha+maj,2,2,17.39
latches,3,3,31.30
-- cells in the final DEF (no fill, tap or decap), drive strengths merged --
master | netlist | routed
inv | 1 | 1
nor2b | 1 | 1
clkbuf | 0 | 3
and2 | 1 | 1
ha | 2 | 2
dfxtp | 2 | 2
dlxtn | 3 | 3
clkdlybuf4s50 | 0 | 3
and2b | 2 | 2
-- synthesized netlist by cell type --
master   count  area, um2
dlxtn_1      3      45.04
and2b_2      2      17.52
dfxtp_1      2      40.04
ha_1         2      25.02
and2_1       1      6.260
inv_1        1      3.750
nor2b_1      1      6.260
-- stage by stage --
step	utilization, %	total power [uW]	instances	hold WS, ns	cell area (um2)
floorplan	-	89.26	12	0.4082	143.9
global placement	6.777	97.40	61	0.8286	231.5
detailed placement	6.777	98.07	61	0.8451	231.5
CTS	7.436	291.2	64	0.6067	254.0
global route	7.436	302.7	64	0.6176	254.0
finish	7.436	277.6	64	0.6164	254.0
-- final cells by class --
| type | instances | area, um2 |
|---|---|---|
| Multi-Input combinational cell | 6 | 55.05 |
| Sequential cell | 5 | 85.08 |
| Clock buffer | 3 | 22.52 |
| Fill cell | 407 | 3162 |
| Inverter | 1 | 3.754 |
| Timing Repair Buffer | 3 | 30.03 |
| Tap cell | 46 | 57.56 |
-- state kept, by name (all words and copies together), names as in the netlist --
signal,cells
S,1
nextstate,2
state,2
Power is estimated from default activity; no workload was simulated.
